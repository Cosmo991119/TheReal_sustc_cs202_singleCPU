--- ./config.mk ---
export PLATFORM = sky130hd
export DESIGN_NAME = Idecode32
export DESIGN_NICKNAME = Idecode32
export VERILOG_FILES = /design/flow/design.v
export SDC_FILE = /design/flow/constraint.sdc
export NUM_CORES = 4
export LEC_CHECK = 1
export CORE_UTILIZATION = 40
--- ./constraint.sdc ---
current_design Idecode32

set clk_period 10.8
set clk_io_pct 0.2

create_clock -name clk0 -period $clk_period [get_ports {clock}]

set non_clock_inputs [all_inputs -no_clocks]
set_input_delay [expr $clk_period * $clk_io_pct] -clock clk0 $non_clock_inputs
set_output_delay [expr $clk_period * $clk_io_pct] -clock clk0 [all_outputs]
--- ./design.v ---
`timescale 1ns / 1ps
module Idecode32(
output [31:0] read_data_1,
output [31:0] read_data_2,
input [31:0] Instruction, 
input [31:0] read_data, 
input [31:0] ALU_result, 
input Jal,
input RegWrite,
input MemtoReg, 
input RegDst, 
output [31:0] imme_extend, 
input clock,
input reset,
input [31:0] opcplus4  
    );
    wire[4:0] rs=Instruction[25:21];
    wire[4:0] rt=Instruction[20:16];
    wire[4:0] rd=Instruction[15:11];
    wire [15:0] immediate=Instruction[15:0];
    reg [4:0] write_reg_input;
    reg [31:0] write_data_input;
    always @(*) begin
    if(Jal) begin
        write_reg_input = 5'd31;
    end else if(RegDst) begin
        write_reg_input = rd;
    end else begin
        write_reg_input = rt;
    end
    end
    always @(*) begin
    if(Jal) begin
        write_data_input = opcplus4;
    end else if(MemtoReg) begin
        write_data_input = read_data;
    end else begin
        write_data_input = ALU_result;
    end
    end
    reg[31:0] data[31:0];
    always @(posedge clock) begin
    if(reset) begin
        data[0] <= 32'b0;
        data[1] <= 32'b0;
        data[2] <= 32'b0;
        data[3] <= 32'b0;
        data[4] <= 32'b0;
        data[5] <= 32'b0;
        data[6] <= 32'b0;
        data[7] <= 32'b0;
        data[8] <= 32'b0;
        data[9] <= 32'b0;
        data[10] <= 32'b0;
        data[11] <= 32'b0;
        data[12] <= 32'b0;
        data[13] <= 32'b0;
        data[14] <= 32'b0;
        data[15] <= 32'b0;
        data[16] <= 32'b0;
        data[17] <= 32'b0;
        data[18] <= 32'b0;
        data[19] <= 32'b0;
        data[20] <= 32'b0;
        data[21] <= 32'b0;
        data[22] <= 32'b0;
        data[23] <= 32'b0;
        data[24] <= 32'b0;
        data[25] <= 32'b0;
        data[26] <= 32'b0;
        data[27] <= 32'b0;
        data[28] <= 32'b0;
        data[29] <= 32'b0;
        data[30] <= 32'b0;
        data[31] <= 32'b0;
    end
    else begin
        if( RegWrite) begin
            data[write_reg_input] <= write_data_input;
        end
    end
    end
    assign read_data_1=data[rs];
    assign read_data_2=data[rt];
assign imme_extend = {{16{immediate[15]}}, immediate};
endmodule
--- ./run.sh ---
#!/bin/bash
# OpenROAD 26Q1-2900-gdf79404cd8, Yosys 0.63+post, stock flow scripts
make -C /OpenROAD-flow-scripts/flow DESIGN_CONFIG=/design/flow/config.mk WORK_HOME=/design/flow/orfs finish
==> impl_metrics.py <==
# Auto-generated metrics
metrics = {
    "clocking": {
        "cts_tree": "built",
        "clock-sinks": 1024,
        "cts-root-buf": "clkbuf_16",
        "ctsResizeCount": 0,
        "numCtsBuffers": 115,
        "cts_setup_buffers": 0,
        "cts_buffer_depth": 3,
        "clk_pin_slew_ns": 0.06,
        "cts_max_level": 3,
        "cts_hold_buf": 0,
    },
    "setup_path": {
        "cp.required_ns": 8.64,
        "critPathKind": "input pin to primary output",
        "path_buffers": 3,
        "cp_slowest_cell": "nor2b_4",
        "path_cells": "clkdlybuf4s50_1 -> nor2b_4 -> buf_4 -> a22o_1 -> nor3_1 -> a31oi_1 -> nand3_1 -> clkdlybuf4s50_1",
        "cpMostUsedCell": "clkdlybuf4s50_1",
        "crit_path_max_fanout": 42,
        "worstSetupEndpointType": "primary output",
        "arrival_ns": 6.02,
        "path_delay_family": "buffers and inverters",
        "slowest_delay_ns": 0.81,
        "start_kind": "input pin",
    },
    "floorplan": {
        "chipArea_um2": 138000,
        "die_width_um": 371,
        "fp_util": 0.403,
        "die_h_um": 371,
        "num_rows": 135,
        "io_pins": 230,
        "core_area_um2": 135000,
    },
    "finish": {
        "layout-drive-gt1-share": 0.107,
        "reg_top3": "data (1024)",
        "area_growth_pct": 13.4,
        "mostFrequentLayoutCells": "1056 x mux2i_1, 1024 x edfxtp_1, 981 x nor2_1",
        "post-route-util": 0.457,
        "largest_reg_flops": 1024,
        "lay_top_count": "mux2i_1",
        "top_register": "data",
    },
    "sta": {
        "hold_violations": 0,
        "finalCritPeriodShare": 0.758,
        "fmax_mhz": 122,
        "slew_headroom": 0.305,
        "rsz0062_at_grt": "no",
        "tns_ns": 0,
        "setup_viol": 0,
        "slew_violations": 0,
        "period_minus_slack_ns": 8.18,
        "worst-slew-pin-transition_ns": 1.04,
    },
    "run_status": {
        "run_status": "completed",
    },
    "run": {
        "openroad.warnings": 32,
        "max_cap_violations": 0,
    },
    "pwr": {
        "ir_drop_mv": 0.118,
        "report.power.total_uw": 9720,
        "leakage_uw": 0.0231,
        "power_density_nw_per_um2": 157,
    },
    "placed_design": {
        "hpwl_mm": 107,
        "port_buffers": 201,
        "place_congestion": 0.892,
    },
    "route": {
        "drcViolationCount": 0,
        "n_antenna_cell": 0,
        "routed_wl_mm": 194,
        "route.antenna.remaining_nets": 0,
        "wire_per_inst_um": 29.2,
        "via_per_inst": 5.95,
        "drtIter0Drc": 2683,
        "vias": 39700,
        "dr.pass1.iters": 8,
    },
    "worst_hold_path": {
        "min-delay-path-class": "input pin to flop",
        "min-delay-start": "opcplus4[2]",
        "whs_path_depth": 4,
        "holdPathEnd": "data[24][2]",
    },
    "synthesis": {
        "yosys_area_um2": 54500,
        "ys_cells": 4809,
        "syn_area_per_cell_um2": 11.3,
        "syn_inst": 4809,
        "ys_seq_frac": 0.564,
        "ys_ff": 1024,
        "ys_types": 34,
        "ys_warn_count": 1,
        "synthesis.area_um2": 54500,
    },
    "grt": {
        "grt_usage": 0.301,
        "grt_max_degree": 91,
        "grt_pass1_wl_mm": 274,
        "antenna_found_initial": 1,
        "grt_pass1_vias": 39800,
        "grt_overflow_total": 0,
    },
}
==> metal layers <==
| layer | global-route usage | vias to the layer above | share of wire |
|---|---|---|---|
| met5 | 0.0294 | - | 0.0021 |
| met4 | 0.120 | 10 | 0.050 |
| met3 | 0.222 | 525 | 0.18 |
| met2 | 0.419 | 2640 | 0.43 |
| met1 | 0.358 | 19000 | 0.34 |
| li1 | - | 17500 | - |
==> per-stage QoR <==
| step | hold WS [ns] | cell area [µm²] | cells | setup WS, ns |
|---|---|---|---|---|
| floorplan | 2.43 | 54500 | 4809 | 5.01 |
| global placement | 3.14 | 58300 | 6452 | 2.80 |
| detailed placement | 3.15 | 58300 | 6452 | 2.80 |
| CTS | 2.39 | 61800 | 6661 | 2.81 |
| global route | 2.43 | 61800 | 6661 | 2.51 |
| finish | 2.42 | 61800 | 6661 | 2.62 |
==> worst min-delay path, cell delays in order <==
cell and delay, ns:
clkdlybuf4s50_1 0.47, a21oi_2 0.05, buf_4 0.23, nor2_1 0.12
==> power breakdown <==
part	total, µW	leakage (µW)	internal [µW]	switching [µW]
clock	3740	0.00175	2120	1620
combinational	1290	0.0116	465	828
sequential	4690	0.00974	4590	99.3
total	9720	0.0231	7180	2540
==> worst max path at each step <==
stage	startpoint	end	slack [ns]	cells after the start
4_1_cts	Instruction[18]	read_data_2[28]	2.81	8
5_1_grt	Instruction[18]	read_data_2[28]	2.51	8
6_report	Instruction[18]	read_data_2[28]	2.62	8
==> logic make-up (layout without fill, tap and decap cells) <==
kind of cell           count (synthesis)  in the layout  synth area share
and+or+nand+nor                     1609           1609             0.124
muxes                               1057           1057             0.194
DFF                                 1024           1024             0.564
AOI/OAI and AO/OA                    621            621            0.0770
buffers and inverters                498            569            0.0404
==> layout make-up <==
cell class | instances | area (µm²)
inverter | 4 | 15.0
timing repair buffer | 356 | 3330
sequential | 1024 | 30700
fill | 11900 | 73500
tap | 1781 | 2230
multi-input combinational | 3287 | 22000
clock inverter | 74 | 573
clock buffer | 135 | 2970
==> cells in the mapped netlist, drive strengths merged <==
| cell type | instances | area, µm² |
|---|---|---|
| buf | 174 | 985 |
| nor3 | 65 | 325 |
| nor3b | 2 | 37.5 |
| nand2b | 37 | 231 |
| or2b | 1 | 7.51 |
| a22oi | 193 | 1450 |
| or2 | 2 | 12.5 |
| o22a | 1 | 8.76 |
| nor4 | 1 | 6.26 |
| a2bb2oi | 2 | 17.5 |
| nor2b | 7 | 43.8 |
| nand2 | 214 | 833 |
| o211ai | 1 | 7.51 |
| mux2i | 1057 | 10600 |
| nand3 | 211 | 1060 |
| o211a | 1 | 10.0 |
| clkbuf | 320 | 1200 |
| and2 | 2 | 12.5 |
| a21oi | 226 | 1130 |
| edfxtp | 1024 | 30700 |
| a31oi | 64 | 400 |
| o32a | 3 | 30.0 |
| a32oi | 1 | 8.76 |
| o311ai | 1 | 8.76 |
| a22o | 128 | 1120 |
| nor2 | 1067 | 4220 |
| inv | 4 | 15.0 |
Power and IR drop assume default switching activity.
