[design.v]
`timescale 1ns / 1ps
module Executs32(
    input[31:0] Read_data_1,
    input[31:0] Read_data_2,
    input[31:0] Imme_extend,
    input[5:0] Function_opcode,
    input[5:0] opcode,
    input[1:0] ALUOp,
    input[4:0] Shamt,
    input ALUSrc,
    input I_format,
    output reg Zero,
    input Sftmd,
    output reg[31:0] ALU_Result,
    output reg[31:0] Addr_Result,
    input[31:0] PC_plus_4,
    input Jr
    );
    wire[31:0] Ainput,Binput; 
    wire[5:0] Exe_code;
    wire[2:0] ALU_ctl;
    wire[2:0] Sftm;
    reg[31:0] ALU_output_mux;
    reg[31:0] Shift_Result;
    wire[32:0] Branch_Addr;
    assign Ainput=Read_data_1;
    assign Binput=(ALUSrc==0)?Read_data_2:Imme_extend[31:0];
    assign Exe_code = (I_format==0) ? Function_opcode : { 3'b000 , opcode[2:0] };
    assign ALU_ctl[0] = (Exe_code[0] | Exe_code[3]) & ALUOp[1];
    assign ALU_ctl[1] = ((!Exe_code[2]) | (!ALUOp[1]));
    assign ALU_ctl[2] = (Exe_code[1] & ALUOp[1]) | ALUOp[0];
    always @(ALU_ctl or Ainput or Binput) begin
        case(ALU_ctl)
            3'b000:ALU_output_mux= Ainput & Binput;
            3'b001:ALU_output_mux= Ainput | Binput ;
            3'b010:ALU_output_mux= Ainput + Binput; 
            3'b011:ALU_output_mux= Ainput +Binput; 
            3'b100:ALU_output_mux= Ainput ^ Binput;
            3'b101:ALU_output_mux=~( Ainput | Binput); 
            3'b110:ALU_output_mux= Ainput - Binput; 
            3'b111:ALU_output_mux= Ainput - Binput; 
            default:ALU_output_mux=32'h0000_0000;
        endcase
    end
    assign Sftm=Function_opcode[2:0];
    wire signed [31:0] signedBinput = Binput;
    wire signed [31:0] signedAinput = Ainput;
    wire signed[31:0] answer=signedAinput-signedBinput;
    wire[4:0] sll_bit=Ainput[4:0];
    always @* begin  
    if(Sftmd)
        case(Sftm[2:0])
            3'b000:Shift_Result = Binput << Shamt;  
            3'b010:Shift_Result = Binput >> Shamt;  
            3'b100:Shift_Result = Binput << sll_bit;  
            3'b110:Shift_Result = Binput >> sll_bit;  
            3'b011:Shift_Result = signedBinput >>> Shamt;  
            3'b111:Shift_Result = signedBinput >>> Ainput;  
        default:Shift_Result = Binput;
        endcase
    else
        Shift_Result = Binput;
    end
    always @* begin
        if(((ALU_ctl==3'b111) && (Exe_code[3]==1))||((ALU_ctl[2:1]==2'b11) && (I_format==1))) begin
            ALU_Result=(Ainput -Binput <0)?1:0;
             if(Exe_code[1:0]==2'b10)begin 
                 ALU_Result=((answer)<0)?1:0;   
                 if(answer[31]==0)
                     Zero= (ALU_Result!=0);
                 else
                     Zero= (ALU_Result==0);              
                end  
             else
                Zero= (ALU_Result==0);   
        end
        else if((ALU_ctl==3'b101) && (I_format==1)) begin
            ALU_Result[31:0]={Binput[15:0],{16{1'b0}}};
             Zero= (ALU_Result==0);
             end
        else if(Sftmd==1) begin
            ALU_Result = Shift_Result ;
            if(Sftm==3'b100)
                Zero=1'b1;
            else
               Zero=(ALU_Result==0);     
            end
        else begin
            ALU_Result = ALU_output_mux;
             Zero= (ALU_Result==0);
             end
    end
    always @* begin
            Addr_Result=(PC_plus_4>>2)+Imme_extend;
    end
endmodule
[run.sh]
#!/bin/bash
# OpenROAD 26Q1-2900-gdf79404cd8, Yosys 0.63+post, stock flow scripts
make -C /OpenROAD-flow-scripts/flow DESIGN_CONFIG=/design/flow/config.mk WORK_HOME=/design/flow/orfs finish
[config.mk]
export PLATFORM = sky130hd
export DESIGN_NAME = Executs32
export DESIGN_NICKNAME = Executs32
export VERILOG_FILES = /design/flow/design.v
export SDC_FILE = /design/flow/constraint.sdc
export NUM_CORES = 4
export LEC_CHECK = 1
export CORE_UTILIZATION = 40
[constraint.sdc]
current_design Executs32

set clk_period 18.4
set clk_io_pct 0.2

create_clock -name clk0 -period $clk_period

set non_clock_inputs [all_inputs -no_clocks]
set_input_delay [expr $clk_period * $clk_io_pct] -clock clk0 $non_clock_inputs
set_output_delay [expr $clk_period * $clk_io_pct] -clock clk0 [all_outputs]
==> run_summary.xml <==
<?xml version="1.0" encoding="UTF-8"?>
<metrics>
  <group name="die">
    <metric name="floorplan.core_util" unit="%">40.6</metric>
    <metric name="area_of_the_core" unit="sq um">36500</metric>
    <metric name="boundary_pins" unit="">216</metric>
    <metric name="fp.dieArea" unit="sq um">37800</metric>
    <metric name="rows" unit="">70</metric>
    <metric name="die_width" unit="um">195</metric>
    <metric name="floorplan.die.height" unit="um">195</metric>
  </group>
  <group name="pwr">
    <metric name="totalPowerFinal" unit="mW">0.834</metric>
    <metric name="vdd_drop_max" unit="mV">0.0339</metric>
    <metric name="internal" unit="mW">0.320</metric>
    <metric name="switching_power" unit="mW">0.514</metric>
    <metric name="cellLeakagePower" unit="nW">7.15</metric>
    <metric name="powerDensity" unit="nW/um^2">47.5</metric>
    <metric name="switching_share_of_power" unit="%">61.6</metric>
  </group>
  <group name="placed_design">
    <metric name="place_hpwl" unit="mm">68.2</metric>
    <metric name="port_buffers" unit="">208</metric>
    <metric name="place_worst_setup_slack" unit="ps">3940</metric>
    <metric name="dpl.cell_count" unit="">2853</metric>
    <metric name="routabilityCongestion" unit="">1.14</metric>
  </group>
  <group name="global_routing">
    <metric name="vias_in_the_first_global_route" unit="">18300</metric>
    <metric name="grt_antenna_before_repair" unit="">9</metric>
    <metric name="grt_first_pass_wirelength" unit="mm">127</metric>
    <metric name="gr-usage-all-layers" unit="%">46.6</metric>
    <metric name="grt_max_degree" unit="">63</metric>
    <metric name="grt_overflow_total" unit="">0</metric>
  </group>
  <group name="route">
    <metric name="detail_route.first_pass.iterations" unit="">8</metric>
    <metric name="wirelength" unit="mm">89.2</metric>
    <metric name="final_antenna_net_count" unit="">0</metric>
    <metric name="routed_wire_length_per_instance" unit="um">31.2</metric>
    <metric name="drt_drc_violations_left" unit="">0</metric>
    <metric name="vias_per_cell" unit="">6.94</metric>
    <metric name="first_iter_violations" unit="">2529</metric>
    <metric name="vias" unit="">19800</metric>
  </group>
  <group name="timing">
    <metric name="max_transition_viols_final" unit="">0</metric>
    <metric name="worst-slew-pin-transition" unit="ps">964</metric>
    <metric name="slew_headroom" unit="%">35.7</metric>
    <metric name="totalNegativeSetupSlack" unit="ps">0</metric>
    <metric name="worst_slack" unit="ps">3700</metric>
    <metric name="report.final.hold_viol_count" unit="">0</metric>
    <metric name="period_needed" unit="ps">14700</metric>
    <metric name="rsz0062_at_grt" unit="">false</metric>
    <metric name="setup_viol" unit="">0</metric>
    <metric name="max_freq" unit="MHz">68.0</metric>
    <metric name="timing.final.crit_share" unit="%">79.9</metric>
  </group>
  <group name="synthesis">
    <metric name="chip_area_line_of_the_yosys_report" unit="sq um">14800</metric>
    <metric name="postSynthAreaPerCell" unit="sq um">6.60</metric>
    <metric name="yosysWarnings" unit="">1</metric>
    <metric name="ys_cells" unit="">2246</metric>
    <metric name="yosysSeqAreaShare" unit="%">0</metric>
    <metric name="synth_cell_type_count" unit="">110</metric>
    <metric name="synth.largest_area_cell" unit="">sky130_fd_sc_hd__ha_1</metric>
    <metric name="top_area_share" unit="%">13.2</metric>
    <metric name="synth.area.top_cells" unit="">sky130_fd_sc_hd__ha_1, sky130_fd_sc_hd__a21oi_1, sky130_fd_sc_hd__mux2i_1</metric>
    <metric name="post_synth_inst_count" unit="">2246</metric>
    <metric name="post_synthesis_cell_area" unit="sq um">14800</metric>
  </group>
  <group name="final_layout">
    <metric name="final_layout_top_logic_cell" unit="">sky130_fd_sc_hd__nand2_1</metric>
    <metric name="final_layout_top_logic_cells" unit="">sky130_fd_sc_hd__nand2_1, sky130_fd_sc_hd__nor2_1, sky130_fd_sc_hd__clkdlybuf4s50_1</metric>
    <metric name="seq_cell_count" unit="">0</metric>
    <metric name="drive_gt1_share" unit="%">9.10</metric>
    <metric name="num-clock-buffers" unit="">0</metric>
    <metric name="finish.cell_count_without_fillers" unit="">2855</metric>
    <metric name="area_growth" unit="%">18.3</metric>
    <metric name="ff_latch_area" unit="sq um">0</metric>
  </group>
  <group name="setup_path">
    <metric name="crit_fanout" unit="">40</metric>
    <metric name="crit_start" unit="">I_format</metric>
    <metric name="timing.setup.critical_path_class" unit="">input port to output pin</metric>
    <metric name="worst-path-stages" unit="">22</metric>
    <metric name="timing.critical_path.required" unit="ps">14720</metric>
    <metric name="critPathMaxStageDelay" unit="ps">830</metric>
    <metric name="cp_slowest_cell" unit="">sky130_fd_sc_hd__clkdlybuf4s50_1</metric>
    <metric name="worstSetupStartpointType" unit="">input port</metric>
    <metric name="crit_path_end_kind" unit="">output pin</metric>
    <metric name="crit_path_cell_trace" unit="">clkdlybuf4s50_1 &gt; mux2_2 &gt; nand2_1 &gt; buf_4 &gt; nand2_1 &gt; nor2_1 &gt; a21oi_1 &gt; fa_1 &gt; a21o_1 &gt; a21o_1 &gt; a2111o_1 &gt; a21oi_1 &gt; xnor2_1 &gt; a21oi_1 &gt; nand2_1 &gt; or4b_1 &gt; nor4_1 &gt; nand4b_1 &gt; nor4_1 &gt; nand3_1 &gt; o41ai_2 &gt; clkdlybuf4s50_1</metric>
    <metric name="cp_data_arrival_time" unit="ps">11020</metric>
    <metric name="cp_top_family" unit="">simple AND/OR/NAND/NOR gates</metric>
    <metric name="critical_path_buf_inv_count" unit="">3</metric>
  </group>
  <group name="hold_path">
    <metric name="worst_hold_path_type" unit="">input port to output pin</metric>
    <metric name="launch_instance_of_the_worst_min_delay_path" unit="">Imme_extend[31]</metric>
    <metric name="min_delay_path_depth" unit="">3</metric>
  </group>
  <group name="flow_run">
    <metric name="max_cap_violations" unit="">0</metric>
    <metric name="openroad.warnings" unit="">104</metric>
  </group>
  <group name="outcome">
    <metric name="outcome" unit="">completed</metric>
  </group>
  <group name="cts">
    <metric name="postCtsSetupBuffers" unit="">0</metric>
    <metric name="post_cts_hold_buffer_count" unit="">0</metric>
    <metric name="ctsResizeCount" unit="">0</metric>
  </group>
</metrics>
==> tightest hold or removal path: cells and delay by family <==
kind	cells	cell delay [ps]
buffers and inverters	2	850
XOR/XNOR	1	140
==> synthesized netlist by cell type, types with 67 or more instances <==
cell type,n
sky130_fd_sc_hd__nand2_1,231
sky130_fd_sc_hd__nor2_1,213
sky130_fd_sc_hd__a21oi_1,204
sky130_fd_sc_hd__ha_1,157
sky130_fd_sc_hd__o21ai_0,144
sky130_fd_sc_hd__mux2i_1,102
sky130_fd_sc_hd__clkbuf_1,92
sky130_fd_sc_hd__a211oi_1,87
sky130_fd_sc_hd__nand3_1,79
sky130_fd_sc_hd__inv_1,75
sky130_fd_sc_hd__nor3_1,70
sky130_fd_sc_hd__xnor2_1,67
==> through the flow <==
| step | utilization [%] | hold slack [ps] | instance area, sq um |
|---|---|---|---|
| 3_5_place_dp | 48.0 | 8340 | 17500 |
| 6_report | 48.0 | 8360 | 17500 |
| 4_1_cts | 48.0 | 8350 | 17500 |
| 5_1_grt | 48.0 | 8380 | 17500 |
| 3_3_place_gp | 48.0 | 8350 | 17500 |
| 2_1_floorplan | - | 7390 | 14800 |
==> cell type report <==
cell class	count	area [sq um]
fillers	3602	19000
inverters	91	342
well taps	468	586
diodes	2	5.00
repair buffers	302	2780
multi-input cells	1992	13800
==> per-layer routing <==
metal  vias to the layer above  global-route usage [%]  share of wire (%)
met3                       326                    20.3                 15
met2                      1567                    64.2                 39
met4                        22                    26.5                7.0
met1                      9113                    59.8                 38
met5                         -                    2.94               0.32
li1                       8783                       -                  -
==> path summary, 6_finish.rpt <==
kind / endpoint / slack, ps
setup / recovery: Zero / 3700
hold / removal: Addr_Result[31] / 8360
==> logic make-up after synthesis <==
kind of cell / Yosys count / share of synthesized area, %
AND-OR/OR-AND: 861 / 39.4
AND/OR/NAND/NOR: 738 / 23.2
buffers and inverters: 254 / 7.33
adder cells (fa/ha/maj): 159 / 13.5
multiplexers: 149 / 11.5
XOR/XNOR: 85 / 5.02
Power figures rest on the tool's default switching activity, not on a simulated workload.
