`flow/design.v`:
```
`timescale 1ns / 1ps
module MemoryOrIO(  addr_out,addr_in, mRead, mWrite, ioRead, ioWrite,
m_rdata, io_rdata, r_rdata, r_wdata,  write_data, LEDCtrl, SwitchCtrl); 
input mRead; 
input mWrite; 
input ioRead; 
input ioWrite; 
input[31:0] addr_in; 
output[31:0] addr_out; 
input[31:0] m_rdata; 
input[31:0] io_rdata; 
output reg[31:0] r_wdata; 
input[31:0] r_rdata; 
output reg[31:0] write_data; 
output LEDCtrl; 
output SwitchCtrl; 
assign addr_out= addr_in; 
always @* begin
    if(ioRead) 
        r_wdata = io_rdata[31:0];
    else if(mRead)  
        r_wdata=m_rdata;
    else
        r_wdata= 32'hZZZZZZZZ;          
end
assign LEDCtrl=ioWrite;
assign SwitchCtrl=ioRead; 
always @* begin 
if((mWrite==1)||(ioWrite==1)) 
write_data = r_rdata;
else 
write_data = 32'hZZZZZZZZ; 
end 
endmodule 
```
`flow/run.sh`:
```
#!/bin/bash
# OpenROAD 26Q1-2900-gdf79404cd8, Yosys 0.63+post, stock flow scripts
make -C /OpenROAD-flow-scripts/flow DESIGN_CONFIG=/design/flow/config.mk WORK_HOME=/design/flow/orfs finish
```
`flow/config.mk`:
```
export PLATFORM = sky130hd
export DESIGN_NAME = MemoryOrIO
export DESIGN_NICKNAME = MemoryOrIO
export VERILOG_FILES = /design/flow/design.v
export SDC_FILE = /design/flow/constraint.sdc
export NUM_CORES = 4
export LEC_CHECK = 1
export CORE_AREA = 10 10 97 97
export DIE_AREA = 0 0 107 107
```
`flow/constraint.sdc`:
```
current_design MemoryOrIO

set clk_period 1.0
set clk_io_pct 0.2

create_clock -name clk0 -period $clk_period

set non_clock_inputs [all_inputs -no_clocks]
set_input_delay [expr $clk_period * $clk_io_pct] -clock clk0 $non_clock_inputs
set_output_delay [expr $clk_period * $clk_io_pct] -clock clk0 [all_outputs]
```
==> qor.yml <==
grt-ovfl-total: 0
hold_path.startpoint: "addr_in[12]"
max-cap-violations: 0
portBuffers: 98
wl_per_cell_um: 15.8
fillers: 809
hold_viol_final: 0
whs_ns: 0.400
fmax_ghz: 0.836
path_class: "input pin to output pin"
dp_worst_setup_slack_ns: -0.525
via_per_inst: 3.38
grt_max_degree: 8
power_density_nw_per_um2: 387
layout.cells.most_common: "dlygate4sd2_1"
synth-warning-count: 3
yosys_cells: 102
start_kind: "input pin"
chipHeight_um: 107
rsz0062_at_grt: "true"
clock_buffers: 0
ant_nets: 0
grt.total_usage: 0.0589
post-route-period-util: 1.20
gp_congestion: 0.734
placed_cell_area_um2: 1610
whs_path_depth: 0
grt_pass1_vias: 914
critPathCaptureType: "output pin"
fin_util: 0.236
drtPass1Iterations: 4
status: "complete, but fails checks"
ctsHoldBuffers: 0
timing.critical_path.from: "ioRead"
peakVddDrop_mv: 0.156
maxSlewViolCount: 0
antenna_found_initial: 0
hpwl_um: 3180
syn_area_per_cell_um2: 10.2
fin_area_um2: 1720
fin_crit_ns: 1.20
drt_iter0_markers: 16
setup_violations: 33
crit_arrival_ns: 1.00
grt_first_pass_wirelength_um: 5400
p_leak_uw: 0.000892
hp-class: "input pin to output pin"
via_count: 832
tightestPinTransition_ns: 0.0716
synthCells: 102
lay_top_cells: "dlygate4sd2_1, mux2_4, clkdlybuf4s50_1, buf_6, buf_2"
ys_seq_frac: 0
fin_ws_ns: -0.197
flops: 0
wirelength_um: 3890
ios: 230
core_um2: 7290
drive_gt1_frac: 0.558
cp.required_ns: 0.80
ys_area_um2: 1040
violations: "negative setup slack"
syn-cell-area_um2: 1040
rows: 31
path_max_fanout: 7
synth.distinct_cells: 5
fp_util: 0.143
setup-tns-final_ns: -4.41
area_growth_pct: 65.8
openroad.warnings: 36
slew_headroom: 0.952
dieArea_um2: 11400
drc: 0
num_antenna_cells: 0
die_w_um: 107
regArea_um2: 0
-- cell usage after synthesis --
| master | number | share of area |
|---|---|---|
| buf_4 | 66 | 0.48 |
| mux2_4 | 30 | 0.43 |
| buf_6 | 1 | 0.011 |
| mux2_2 | 2 | 0.022 |
| buf_12 | 3 | 0.058 |
-- power breakdown --
| part | total, µW | switching [µW] | internal, µW |
|---|---|---|---|
| registers | 0 | 0 | 0 |
| clock network | 0 | 0 | 0 |
| logic | 667 | 150 | 517 |
| total | 667 | 150 | 517 |
-- logic make-up after synthesis --
group and share of synthesized area:
buf+inv 0.545, mux 0.455
-- stage by stage --
step / total power, µW / instances
5_1_grt: 715 / 246
3_3_place_gp: 671 / 231
4_1_cts: 657 / 245
6_report: 667 / 246
3_5_place_dp: 671 / 231
2_1_floorplan: 362 / 102
-- path summary, 6_finish.rpt --
| kind | end | slack (ns) |
|---|---|---|
| setup / recovery | r_wdata[10] | -0.20 |
| hold / removal | addr_out[12] | 0.40 |
-- worst max-delay path, stage by stage --
cell and delay (ns):
buf_12 0.12, buf_16 0.14, buf_12 0.13, mux2_4 0.29, buf_6 0.11
-- what timing repair did --
| item | CTS | global route |
|---|---|---|
| resized | 160 | 11 |
| gates cloned | 2 | 0 |
| buffers inserted | 12 | 1 |
| setup endpoints to repair | 33 | 32 |
-- cell type report --
cell class,count,area (µm²),area share
Timing Repair Buffer,115,1120,0.649
Tap cell,99,124,0.0718
Multi-Input combinational cell,32,480,0.279
-- metal layers --
metal	share of wire	global-route usage
met5	0	0
met4	0.056	0.0329
met3	0.15	0.0370
met2	0.45	0.0882
met1	0.35	0.0622
No activity file was given, so power comes from the tool's default toggle rates.
